<file path="flow/run.sh">
#!/bin/bash
# OpenROAD 26Q1-2900-gdf79404cd8, Yosys 0.63+post, stock flow scripts
make -C /OpenROAD-flow-scripts/flow DESIGN_CONFIG=/design/flow/config.mk WORK_HOME=/design/flow/orfs finish
</file>
<file path="flow/config.mk">
export PLATFORM = sky130hd
export DESIGN_NAME = hvSyncGen
export DESIGN_NICKNAME = hvSyncGen
export VERILOG_FILES = /design/flow/design.v
export SDC_FILE = /design/flow/constraint.sdc
export NUM_CORES = 4
export LEC_CHECK = 1
export CORE_AREA = 10 10 106 106
export DIE_AREA = 0 0 116 116
</file>
<file path="flow/design.v">
package gc;  
   parameter WORD_SIZE = 64;
   parameter IO_COUNT = 2;
   parameter MEM_SIZE = 2400;
   parameter ASCII_SIZE = 8;
   parameter ARG_A_SIZE = 20;
   parameter ARG_B_SIZE = 20;
   parameter ARG_C_SIZE = 20;
   parameter A_s = 20;
   parameter B_s = 20;
   parameter C_s = 20;
   parameter A_UB = A_s - 1;
   parameter B_UB = A_s + B_s - 1;
   parameter C_UB = A_s + B_s + C_s - 1;
   parameter A_LB = 0;
   parameter B_LB = A_s;
   parameter C_LB = A_s + B_s;
   typedef enum {
       A, B, C
   } ARGS;
   parameter IO_IN = 1'b1, IO_OUT = 1'b0;
   parameter VGA_I = 1'b0, PS2_I = 1'b1;
   parameter VGA_MEM_OFFSET = 64'h00; 
   parameter KEYBOARD_ADD = 64'h20;  
endpackage : gc 
module hvSyncGen(
    input clk,
    output vga_h_sync,
    output vga_v_sync,
    output reg inDisplayArea,
    output reg [9:0] CounterX,
    output reg [8:0] CounterY
  );
reg vga_HS, vga_VS;
wire CounterXmaxed = (CounterX == 800);  
wire CounterYmaxed = (CounterY == 525);  
always @(posedge clk)
if (CounterXmaxed)
  CounterX <= 0;
else
  CounterX <= CounterX + 1;
always @(posedge clk)
begin
  if (CounterXmaxed)
  begin
    if(CounterYmaxed)
      CounterY <= 0;
    else
      CounterY <= CounterY + 1;
  end
end
always @(posedge clk)
begin
  vga_HS <= (CounterX > (640 + 16) && (CounterX < (640 + 16 + 96)));    
  vga_VS <= (CounterY > (480 + 10) && (CounterY < (480 + 10 + 2)));    
end
always @(posedge clk)
begin
	inDisplayArea <= (CounterX < 640) && (CounterY < 480);
end
assign vga_h_sync = ~vga_HS;
assign vga_v_sync = ~vga_VS;
endmodule
</file>
<file path="flow/constraint.sdc">
current_design hvSyncGen

set clk_period 2.7
set clk_io_pct 0.2

create_clock -name clk0 -period $clk_period [get_ports {clk}]

set non_clock_inputs [all_inputs -no_clocks]
set_input_delay [expr $clk_period * $clk_io_pct] -clock clk0 $non_clock_inputs
set_output_delay [expr $clk_period * $clk_io_pct] -clock clk0 [all_outputs]
</file>
==> run_results.csv <==
group,metric,value,unit
pwr,p_sw_frac,0.184,
finish,drive_gt1_frac,0.0517,
die,core,0.00885,sq mm
sta,setup-tns-final,0,ns
grt,grt_start_max_net_pins,14,
grt,overflow,0,
grt,antenna_found_initial,0,
route,antenna_cells,0,
place,hpwl,1820,um
synthesis,yosys.area.top_type,"edfxtp_1",
grt,grt_pass1_vias,706,
route,first_iter_violations,44,
grt,grt_pass1_wl,3660,um
sta,finalSetupViolCount,0,
place,port_buffers,22,
pwr,p_leak,0.485,nW
sta,slew_headroom,0.456,
min_path,hold_path.startpoint,"CounterX[0]",
clocking,clk_pin_slew,0.08,ns
die,dieArea,0.0135,sq mm
synthesis,yosysSeqAreaShare,0.544,
pwr,intPower,0.448,mW
setup_path,end_kind,"flip-flop",
setup_path,worstPathRequired,2.86,ns
synthesis,ff_type,"dfxtp_1",
sta,clock.fmax,0.491,GHz
clocking,post_cts_resized,0,
clocking,clk_latency,0.26,ns
synthesis,yosysUniqueCellTypes,26,
setup_path,regToRegStartpoint,"CounterX[0]",
finish,area_delta_synth_final,41.3,%
die,die_w,116,um
synthesis,synth_async_sr_flop_share,0,
clocking,tritoncts,"built",
synthesis,synth-area-yosys,976,sq um
min_path,holdPathStages,1,
setup_path,r2r_end,"CounterX[2]",
sta,fin_crit,2.04,ns
job,cap_viol_max_count,0,
clocking,cts_inserted_buffers,3,
setup_path,start_kind,"flip-flop",
die,initCoreUtil,0.110,
finish,nFillCells,981,
sta,hold_violations,0,
setup_path,rrSetupSlack,0.66,ns
pwr,power_frac_comb,0,
die,rows,34,
setup_path,crit_path_max_fanout,13,
synthesis,ys_cells,90,
min_path,worst_hold_path.endpoint,"CounterX[0]",
route,wl_per_cell,10.2,um
clocking,cts_root_buffer,"clkbuf_8",
clocking,cts_setup_buffers,0,
setup_path,reg2reg_depth,6,
place,place_congestion,0.730,
setup_path,crit_type,"reg2reg",
route,postRouteAntennaNets,0,
clocking,cts_sinks,22,
min_path,min_path_type,"reg2reg",
pwr,worst_ir_drop_vdd,0.135,mV
status,status,"completed",
sta,min_period_over_period,0.755,
pwr,p_sw,0.101,mW
route,vias,717,
sta,worstMarginPinSlew,0.810,ns
synthesis,yosysTopAreaCellShare,0.277,
clocking,clk_path_buf_depth,2,
pwr,p_seq_frac,0.624,
route,firstDrtPassIters,3,
sta,rsz0062_at_grt,"false",
die,ios,23,
synthesis,synth.most_common_cell,"dfxtp_1",
synthesis,syn_area,976,sq um
synthesis,netlist_top_cells_area,"edfxtp_1 (28%), dfxtp_1 (27%), xnor2_1 (5.4%)",
synthesis,numSynthFlops,22,
clocking,ctsHoldBuffers,0,
job,warning_count,27,
setup_path,crit_arrival,2.19,ns
grt,groute.usage.overall,0.0339,
synthesis,ys_warn_count,1,
route,drc_errors,0,
pwr,pwr-share-clk,0.376,
die,die_h,116,um
synthesis,edf_count,9,
route,wl,2280,um
place,place_area,0.00133,sq mm
clocking,htreeDepth,1,
synthesis,syn_avg_cell_area,10.8,sq um
route,detail_route.vias_per_cell,3.20,
sta,maxSlewViolCount,0,
synthesis,common_cells,"dfxtp_1 (13), edfxtp_1 (9), inv_1 (9), nor2_1 (8), nand3_1 (7)",
finish,finalInstanceArea,0.00138,sq mm
sta,finClkSkew,0.000880,ns
pwr,powerDensity,398,mW/mm^2
synthesis,syn-instance-count,90,
[power groups by stage]
stage	logic, mW	registers (mW)	clock network [mW]
4_1_cts	0.000000253	0.343	0.217
5_1_grt	0.000000253	0.343	0.228
6_report	0.000000253	0.343	0.206
[cell families (layout without fill, tap and decap cells)]
logic type	Yosys count	in the layout	synth area share
buffers and inverters	10	36	0.0397
flip-flops	22	22	0.544
XOR/XNOR	12	12	0.108
adder cells (fa/ha/maj)	4	4	0.0513
AND/OR/NAND/NOR	34	34	0.212
AND-OR/OR-AND	8	8	0.0462
[worst max path at each step]
stage / start / to / slack [ns] / cells after the start
CTS: CounterX[0] / CounterX[2] / 0.64 / 6
global route: CounterX[0] / CounterX[2] / 0.50 / 6
finish: CounterX[0] / CounterX[2] / 0.66 / 6
[flip-flops by register name, indices dropped and copies added, names as in the netlist]
| signal | count |
|---|---|
| CounterX | 10 |
| CounterY | 9 |
| inDisplayArea | 1 |
| vga_HS | 1 |
| vga_VS | 1 |
[placed cells by master, fill, tap and decap left out, drive strengths merged, types with 2 or more instances in the layout]
master | synthesis | routed
clkdlybuf4s50 | 0 | 22
dfxtp | 13 | 13
edfxtp | 9 | 9
inv | 9 | 9
nor2 | 8 | 8
nand3 | 7 | 7
xor2 | 6 | 6
xnor2 | 6 | 6
nand4 | 5 | 5
ha | 4 | 4
clkbuf | 1 | 4
nand2 | 3 | 3
o21ai | 3 | 3
a21oi | 3 | 3
or3 | 2 | 2
nor4 | 2 | 2
[metal layers]
metal	share of wire	global-route usage
met1	0.41	0.0404
met2	0.52	0.0580
met3	0.047	0.0105
met4	0.021	0.00917
met5	0	0
[critical path, cell delays in order (launching register included)]
cell and delay [ns]:
dfxtp_1 0.35, inv_1 0.07, ha_1 0.12, or3b_1 0.40, nor4_4 0.70, buf_4 0.24
nor2_1 0.05
[through the flow]
| step | cells | hold WS [ns] | utilization | setup slack (ns) | total power, mW |
|---|---|---|---|---|---|
| 6_report | 224 | 0.485 | 0.156 | 0.662 | 0.549 |
| 5_1_grt | 224 | 0.527 | 0.156 | 0.504 | 0.571 |
| 4_1_cts | 224 | 0.490 | 0.156 | 0.643 | 0.560 |
| 3_5_place_dp | 220 | 0.474 | 0.151 | 0.646 | 0.350 |
| 3_3_place_gp | 220 | 0.463 | 0.151 | 0.668 | 0.350 |
| 2_1_floorplan | 90 | 0.441 | - | 0.852 | 0.350 |
[area by class of cell]
type	count	area (sq um)	share of cell area
clock buffers	4	45.0	0.0327
flip-flops and latches	22	531	0.385
well taps	108	135	0.0980
repair buffers	23	228	0.165
inverters	9	33.8	0.0245
multi-input cells	58	407	0.295
Power and IR drop assume default switching activity.
