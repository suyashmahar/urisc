==> ./design.v <==
package gc;  
   parameter WORD_SIZE = 64;
   parameter IO_COUNT = 2;
   parameter MEM_SIZE = 2400;
   parameter ASCII_SIZE = 8;
   parameter ARG_A_SIZE = 20;
   parameter ARG_B_SIZE = 20;
   parameter ARG_C_SIZE = 20;
   parameter A_s = 20;
   parameter B_s = 20;
   parameter C_s = 20;
   parameter A_UB = A_s - 1;
   parameter B_UB = A_s + B_s - 1;
   parameter C_UB = A_s + B_s + C_s - 1;
   parameter A_LB = 0;
   parameter B_LB = A_s;
   parameter C_LB = A_s + B_s;
   typedef enum {
       A, B, C
   } ARGS;
   parameter IO_IN = 1'b1, IO_OUT = 1'b0;
   parameter VGA_I = 1'b0, PS2_I = 1'b1;
   parameter VGA_MEM_OFFSET = 64'h00; 
   parameter KEYBOARD_ADD = 64'h20;  
endpackage : gc 
module clkFreqDivider #(parameter COUNTER_VAL = 1)(clkIn, clkOut);
   input clkIn;
   output clkOut;
   integer clkCounter = 0;
   reg 	   clkOut = 0;
   always @(posedge clkIn) begin
       clkCounter++;
       if (clkCounter == COUNTER_VAL) begin
	   clkOut = ~clkOut;
	   clkCounter = 0;
       end
   end
endmodule
==> ./run.sh <==
#!/bin/bash
# OpenROAD 26Q1-2900-gdf79404cd8, Yosys 0.63+post, stock flow scripts
make -C /OpenROAD-flow-scripts/flow DESIGN_CONFIG=/design/flow/config.mk WORK_HOME=/design/flow/orfs finish
==> ./config.mk <==
export PLATFORM = sky130hd
export DESIGN_NAME = clkFreqDivider
export DESIGN_NICKNAME = clkFreqDivider
export VERILOG_FILES = /design/flow/design.v
export SDC_FILE = /design/flow/constraint.sdc
export NUM_CORES = 4
export LEC_CHECK = 1
export CORE_AREA = 10 10 106 106
export DIE_AREA = 0 0 116 116
==> ./constraint.sdc <==
current_design clkFreqDivider

set clk_period 6.8
set clk_io_pct 0.2

create_clock -name clk0 -period $clk_period [get_ports {clkIn}]

set non_clock_inputs [all_inputs -no_clocks]
set_input_delay [expr $clk_period * $clk_io_pct] -clock clk0 $non_clock_inputs
set_output_delay [expr $clk_period * $clk_io_pct] -clock clk0 [all_outputs]
==> CHANGELOG.md <==
### Metrics

- OpenROAD warnings: 26
- Max Freq: 0.336 GHz
- Largest net degree at the start of global routing: 12
- Seq share, synth: 0.347
- DR WL/cell: 12.3 µm
- N_diodes: 0
- Dpl cells: 312
- Cell area leaders: dfxtp_1 (33%), xnor2_1 (7.7%), xor2_1 (6.8%)
- CP Capture Type: register
- Antenna violations before repair: 0
- Max Clock Skew: 7.02 ps
- Setup TNS: 0 ps
- Final Setup Violations: 0
- Unique masters post-synth: 48
- Hold_ws: 501 ps
- Chip footprint: 0.0135 mm²
- Final worst path period share: 0.437
- Total power: 0.358 mW
- Startpoint Class: register
- Gr ovfl total: 0
- Post-synth design cell area: 0.00193 mm²
- Max FO, Critical Path: 9
- WP data required: 6800 ps
- Min Tclk post-route: 2970 ps
- Post-CTS Resized: 0
- Area Growth Syn to Fin: 9.64%
- Post-CTS setup buffers: 0
- CTS clk-pin slew, worst paths: 70 ps
- Worst VDD drop: 50.7 µV
- Flop pwr share: 0.542
- Final Hold Vio Count: 0
- Commonest Layout Cell: dfxtp_1
- Total global routing track utilization: 0.0598
- Synth Area per Inst: 8.95 µm²
- Drt first pass iters: 4
- CTS tree: yes
- Synthesized instance count: 216
- WS Path Type: register to register
- Clock Path Buffers: 2
- Total number of vias: 1,565
- Post-CTS Hold Buffers: 0
- DPL Wire Length: 2860 µm
- Cell type with the largest total area: dfxtp_1
- CTS H-tree lvls: 2
- Detail Route Antenna Nets: 0
- Global-route wire length before repair: 6650 µm
- RSZ-0062 raised after global routing: no
- Yosys synthesis chip area: 0.00193 mm²
- Critical R2R Launch: clkCounter[0]
- IO buf count: 1
- Ys cells: 216
- Initial DRC Count: 128
- Latency at later pin: 290 ps
- Leak: 0.776 nW
- Synth warnings: 1
- Via/cell ratio: 4.89
- Most frequent cells in the layout: dfxtp_1 (32), xnor2_1 (17), nor2_1 (15), xor2_1 (15), nand3_1 (14)
- Layout cells sized above 1: 0.118
- Critical path origin: clkCounter[0]
- Fin. max-slew vios: 0
- EDFF count, synth: 1
- FILL cells: 945
- Hold_sp: clkCounter[31]
- Hold crit path type: register to register
- CP arrival: 2980 ps
- CTS sink count: 33
- Die width: 116 µm
- Finished Layout Cells: 320
- Initial cell density of the core: 0.218
- Main flop type: dfxtp_1
- CTS root buffer: clkbuf_8
- Worst-margin pin slew: 588 ps
- Number of global-route vias before repair: 1,338
- Yosys reg bits: 33
- Clock power share: 0.458
- Sw Pwr: 0.0724 mW
- Slew margin rel.: 0.604
- DRC: 0
- Outcome: complete, no violations
- I/O Pins: 2
- Gpl congestion: 0.849
- Net Sw Frac: 0.202
- Num CTS Buffers: 5
- Max cap viols: 0
- Combinational power share: 0
- Int Pwr: 0.285 mW
- Post-layout util: 0.240
- Top cell area share: 0.331
- PD cells: 169 mW/mm²
- Core area: 0.00885 mm²
- Post-synth ARST share: 0
- Routed wire length: 3940 µm
- Die Height: 116 µm
- Cell Rows: 34
==> flip-flops by register name, summed over array words and instances, names as in the netlist <==
| register | count |
|---|---|
| clkOut | 1 |
| clkCounter | 32 |
==> synthesized netlist by cell type, types with 4 or more instances <==
cell type / number
and4_1: 5
xor2_1: 15
nor3_1: 11
nand2_1: 8
clkbuf_1: 4
buf_2: 8
inv_1: 7
nand4_1: 11
or2_2: 4
xnor2_1: 17
and3_1: 8
dfxtp_1: 32
nor4_1: 7
nor2_1: 15
nand3_1: 14
==> metal layers <==
layer	vias to the layer above	share of wire	track usage	routed length [µm]
met1	738	0.52	0.0867	2040
met4	0	0.020	0.00834	80
met5	-	0	0	0
li1	793	-	-	-
met2	26	0.42	0.0887	1660
met3	8	0.039	0.0167	155
==> logic make-up (layout without fill, tap and decap cells) <==
| logic type | Yosys count | in the layout | synth area share |
|---|---|---|---|
| xor gates and xnor gates | 32 | 32 | 0.145 |
| AOI/OAI and AO/OA | 25 | 25 | 0.103 |
| muxes | 3 | 3 | 0.0155 |
| DFF | 33 | 33 | 0.347 |
| buffers and inverters | 20 | 16 | 0.0447 |
| and+or+nand+nor | 101 | 101 | 0.332 |
| adders and majority gates | 2 | 2 | 0.0129 |
==> worst max-delay path: stages, from the launching register on <==
cell and delay [ps]:
dfxtp_1 500, ha_1 290, nand3_1 260, nor4_4 510, nand4_1 150, a311o_1 380, nor4_2 340, and4_1 260
==> per-stage QoR <==
step,worst slack [ps],cell area (µm²)
after floorplan,4170,1930
after global placement,3930,2020
after detailed placement,3850,2020
after CTS,3830,2120
after global routing,3550,2120
final,3830,2120
==> final cells by class <==
type	instances	area, µm²	share of cell area
clock buffers	7	96.3	0.0455
clock inverters	1	5.00	0.00236
inverters	7	26.3	0.0124
multi-input cells	163	1180	0.555
flip-flops and latches	33	671	0.316
well taps	108	135	0.0638
repair buffers	1	10.0	0.00472
==> power groups by stage <==
stage | clock, mW | combinational (mW) | sequential (mW)
4_1_cts | 0.168 | 0.000000452 | 0.194
5_1_grt | 0.179 | 0.000000452 | 0.194
6_report | 0.164 | 0.000000452 | 0.194
==> path summary, 6_finish.rpt <==
path	depth (start not counted)	endpoint	slack, ps
setup / recovery	7	clkOut	3830
hold / removal	1	clkCounter[31]	500
setup reg to reg	7	clkOut	3830
hold reg to reg	1	clkCounter[31]	500
No activity file was given, so power comes from the tool's default toggle rates.
